==> design/flow/constraint.sdc <==
current_design openNocTop

set clk_period 22.4
set clk_io_pct 0.2

create_clock -name clk0 -period $clk_period [get_ports {clk}]

set non_clock_inputs [all_inputs -no_clocks]
set_input_delay [expr $clk_period * $clk_io_pct] -clock clk0 $non_clock_inputs
set_output_delay [expr $clk_period * $clk_io_pct] -clock clk0 [all_outputs]
==> design/flow/run.sh <==
#!/bin/bash
# OpenROAD 26Q1-2900-gdf79404cd8, Yosys 0.63+post, stock flow scripts
make -C /OpenROAD-flow-scripts/flow DESIGN_CONFIG=/design/flow/config.mk WORK_HOME=/design/flow/orfs finish
==> design/flow/config.mk <==
export PLATFORM = sky130hd
export DESIGN_NAME = openNocTop
export DESIGN_NICKNAME = openNocTop
export VERILOG_FILES = /design/flow/design.v
export SDC_FILE = /design/flow/constraint.sdc
export NUM_CORES = 4
export LEC_CHECK = 1
export CORE_UTILIZATION = 30
==> design/flow/design.v <==
module nbyn #(parameter x_coord ='d0,parameter y_coord='d0,X=2,Y=2,data_width=32, x_size=1, y_size=1,total_width=(x_size+y_size+data_width),sw_no=X*Y)  
(
input wire clk,
input wire rstn,
input wire i_ready_r,
input wire i_ready_t,
input wire i_valid_l,
input wire i_valid_b,
input wire i_valid_pe,
output wire o_ready_l,
output wire o_ready_b,
output reg  o_ready_pe,
output reg o_valid_r,
output reg o_valid_t,
output reg o_valid_pe,
input wire [total_width-1:0] i_data_l,
input wire [total_width-1:0] i_data_b,
input wire [total_width-1:0] i_data_pe,
output reg [total_width-1:0] o_data_r,
output reg [total_width-1:0] o_data_t,
output reg [total_width-1:0] o_data_pe
);
wire leftToPe;
wire bottomToPe;
wire peTope;
reg  leftToRight;
reg leftToTop;
reg bottomToRight;
reg bottomToTop;
wire peToTop;
wire peToRight;
assign  o_ready_l = 1'b1;
assign  o_ready_b = 1'b1;
assign leftToPe = ((i_data_l[x_size-1:0]==x_coord) & (i_data_l[x_size+y_size-1:x_size]==y_coord) & i_valid_l);
always @(*)
begin
    if(i_valid_l)
    begin
        if(i_data_l[x_size-1:0]!=x_coord)
        begin
            leftToTop = 1'b0;
            leftToRight = 1'b1;
        end
        else if(i_data_l[x_size+y_size-1:x_size]!=y_coord)
        begin
            leftToTop   = 1'b1;
            leftToRight = 1'b0;
        end
        else
        begin
            leftToTop   = 1'b0;
            leftToRight = 1'b0;
        end
    end
    else
    begin
         leftToTop = 1'b0;
         leftToRight = 1'b0;
    end
end
always @(*)
begin
    if(i_valid_b)
    begin
        if(i_data_b[x_size+y_size-1:x_size]!=y_coord)
        begin
            bottomToTop   = 1'b1;
            bottomToRight = 1'b0;
        end
        else if(i_data_b[x_size-1:0]!=x_coord)
        begin
            bottomToTop = 1'b0;
            bottomToRight = 1'b1;
        end
        else
        begin
            bottomToTop   = 1'b0;
            bottomToRight = 1'b0;
        end
    end
    else
    begin
         bottomToTop = 1'b0;
         bottomToRight = 1'b0;
    end
end
assign bottomToPe = ((i_data_b[x_size-1:0]==x_coord) & (i_data_b[x_size+y_size-1:x_size]==y_coord) & i_valid_b);
assign peTope = ((i_data_pe[x_size-1:0]==x_coord) & (i_data_pe[x_size+y_size-1:x_size]==y_coord) & i_valid_pe & o_ready_pe);
assign peToRight = ((i_data_pe[x_size-1:0]!=x_coord) & i_valid_pe & o_ready_pe);
assign peToTop = (~peToRight & (i_data_pe[x_size+y_size-1:x_size]!=y_coord) & i_valid_pe & o_ready_pe);
always @(*)
begin
	if((~leftToRight & ~leftToTop) | (~bottomToTop & ~bottomToRight))
	begin
		o_ready_pe = 1'b1;
	end
	else
	begin
		o_ready_pe = 1'b0;
	end
end
always @(posedge clk)
begin
	if(!rstn)
		o_valid_r <=1'b0;
	if(bottomToRight) 
	begin
		o_data_r  <= i_data_b;
		o_valid_r <= 1'b1;
	end
	else if(leftToTop)
	begin
		if(bottomToTop)
		begin
			o_data_r <= i_data_b;
			o_valid_r <= 1'b1;
		end
		else if(peToTop|peToRight)
		begin
			o_data_r <= i_data_pe;
			o_valid_r <= 1'b1;
		end
		else if(bottomToPe & peTope)
		begin
			o_data_r <= i_data_b;
			o_valid_r <= 1'b1;
		end
		else
			o_valid_r <= 1'b0;
	end
	else if(peToTop)
	begin
		if(bottomToTop)
		begin
			o_data_r  <= i_data_b;
			o_valid_r <= 1'b1;
		end
		else if(leftToRight)
		begin
			o_data_r  <= i_data_l;
			o_valid_r <= 1'b1;
		end
		else if(bottomToPe & leftToPe)
		begin
			o_data_r  <= i_data_l;
			o_valid_r <= 1'b1;
		end
		else
			o_valid_r <= 1'b0;
	end
	else if(leftToPe & bottomToPe)
	begin
		o_data_r  <= i_data_l;
		o_valid_r <= 1'b1;
	end
	else if(leftToPe & peTope)
	begin
		o_data_r <= i_data_l;
		o_valid_r <= 1'b1;
	end
	else if(leftToRight)
	begin
		o_data_r  <= i_data_l;
		o_valid_r <= 1'b1;
	end
	else if(peToRight)
	begin
		o_data_r <=i_data_pe;
		o_valid_r <=1'b1;
	end
	else
	begin
		o_valid_r <=1'b0;
	end
end
always @(posedge clk)
begin
	if(!rstn)
		o_valid_t <= 1'b0;
	else if(bottomToRight) 
	begin
		if(leftToRight|leftToTop)
		begin
			o_data_t <= i_data_l;
			o_valid_t <= 1'b1;
		end
		else if(peToRight|peToTop)  
		begin
			o_data_t <= i_data_pe;
			o_valid_t <= 1'b1;
		end
		else if(leftToPe & peTope)
		begin
			o_data_t <= i_data_l;
			o_valid_t <= 1'b1;
		end
		else
			o_valid_t <= 1'b0;
	end
	else if(leftToTop)
	begin
		o_data_t <= i_data_l;
		o_valid_t <= 1'b1;
	end
	else if(peToTop)
	begin
		o_data_t  <= i_data_pe;
		o_valid_t <= 1'b1;
	end
	else if(leftToRight)
	begin
		if(bottomToTop)
		begin
			o_data_t <= i_data_b;
			o_valid_t <= 1'b1;
		end
		else if(peToRight)
		begin
			o_data_t <= i_data_pe;
			o_valid_t <= 1'b1;
		end
		else if(bottomToPe & peTope)
		begin
			o_data_t <= i_data_b;
			o_valid_t <= 1'b1;
		end
		else
			o_valid_t <= 1'b0;
	end
	else if(leftToPe & bottomToPe) 
	begin
		if(peToRight|peToTop)
		begin
			o_data_t <= i_data_pe;
			o_valid_t <= 1'b1;
		end
		else if(peTope)
		begin
			o_data_t <= i_data_b;
			o_valid_t <= 1'b1;
		end
		else
			o_valid_t <= 1'b0;
	end
	else if(bottomToPe & peTope)
	begin
		o_data_t <= i_data_b;
		o_valid_t <= 1'b1;
	end
	else if(bottomToTop)
	begin
		o_data_t <=i_data_b;
		o_valid_t <=1'b1;
	end
	else if(peToTop)
	begin
		o_data_t <= i_data_pe;
		o_valid_t <= 1'b1;
	end
	else
		o_valid_t <= 1'b0;
end
always @(posedge clk)
begin
	if(!rstn)
		o_valid_pe <= 1'b0; 
	else if(peTope)
	begin
		o_data_pe <= i_data_pe;
		o_valid_pe <=1'b1;
	end
	else if(bottomToPe)
	begin
		o_data_pe  <= i_data_b;
		o_valid_pe <= 1'b1;
	end
	else if(leftToPe)
	begin
		o_data_pe <= i_data_l;
		o_valid_pe <= 1'b1;
	end
	else
		o_valid_pe <=1'b0;
end
endmodule
module openNocTop #(parameter X=2,Y=2,data_width=32, x_size=1, y_size=1,total_width=(x_size+y_size+data_width),sw_no=X*Y)
(
input wire clk,
input wire rstn,
input wire [(X*Y)-1:0] r_valid_pe,
input wire [(total_width*X*Y)-1:0] r_data_pe,
output wire [(X*Y)-1:0] r_ready_pe,
output wire [(X*Y)-1:0] w_valid_pe,
output wire [(total_width*X*Y)-1:0] w_data_pe
);
wire  r_ready_r[X*Y-1:0];
wire  r_ready_t[X*Y-1:0];
wire  r_valid_l[X*Y-1:0];
wire  r_valid_b[X*Y-1:0];
wire  w_ready_l[X*Y-1:0];
wire  w_ready_b[X*Y-1:0];
wire  w_valid_r[X*Y-1:0];
wire  w_valid_t[X*Y-1:0];
wire [total_width-1:0]  w_data_r[X*Y-1:0];
wire [total_width-1:0]  w_data_t[X*Y-1:0];
generate
genvar x, y; 
for (x=0;x<X;x=x+1) begin:xs
   for (y=0; y<Y; y=y+1) begin:ys
      if(x==0 & y==0)
	     begin: instnce
		     nbyn #(.x_coord(x),.y_coord(y),.X(X),.Y(Y),.data_width(data_width), .x_size(x_size), .y_size(y_size),.total_width(total_width))
			   nbyn_instance(
			         .clk(clk), 
			         .rstn(rstn),     
                     .i_ready_r(r_ready_r[(y*X)+x]),    
			         .i_ready_t(r_ready_t[(y*X)+x]), 
					 .i_valid_l(w_valid_r[(y*X)+x+X-1]), 
					 .i_valid_b(w_valid_t[(y*X)+x+(Y-1)*X]), 
					 .i_valid_pe(r_valid_pe[x+X*y:x+X*y]),
					 .o_ready_l(r_ready_r[(y*X)+x+X-1]),	 
					 .o_ready_b(r_ready_t[(y*X)+x+(Y-1)*X]), 
                     .o_ready_pe(r_ready_pe[x+X*y:x+X*y]),					 
					 .o_valid_r(w_valid_r[y*X+x]), 
					 .o_valid_t(w_valid_t[y*X+x]), 
					 .o_valid_pe(w_valid_pe[x+X*y:x+X*y]),
					 .i_data_l(w_data_r[(y*X)+x+X-1]),	 
                     .i_data_b(w_data_t[(y*X)+x+(Y-1)*X]), 
                     .o_data_r(w_data_r[y*X+x]), 
                     .o_data_t(w_data_t[y*X+x]), 
					 .i_data_pe(r_data_pe[(total_width*x)+(total_width*X*y)+:total_width]),
					 .o_data_pe(w_data_pe[(total_width*x)+(total_width*X*y)+:total_width])
					 );
		 end
       else if(x!=0 & y==0)
	     begin: instnce
              nbyn #(.x_coord(x),.y_coord(y),.X(X),.Y(Y),.data_width(data_width), .x_size(x_size), .y_size(y_size),.total_width(total_width))
			     nbyn_instance(		  
			         .clk(clk), 
			         .rstn(rstn),     
                     .i_ready_r(r_ready_r[(y*X)+x]),     
			         .i_ready_t(r_ready_t[(y*X)+x]),
					 .i_valid_l(w_valid_r[(y*X)+x-1]),		 
					 .i_valid_b(w_valid_t[(y*X)+x+(Y-1)*X]),
					 .i_valid_pe(r_valid_pe[x+X*y:x+X*y]),
					 .o_ready_l(r_ready_r[(y*X)+x-1]),		 
					 .o_ready_b(r_ready_t[(y*X)+x+(Y-1)*X]),
					 .o_ready_pe(r_ready_pe[x+X*y:x+X*y]),
					 .o_valid_r(w_valid_r[(y*X)+x]),					  
					 .o_valid_t(w_valid_t[(y*X)+x]),
                     .o_valid_pe(w_valid_pe[x+X*y:x+X*y]),					 
					 .i_data_l(w_data_r[(y*X)+x-1]),			 
                     .i_data_b(w_data_t[(y*X)+x+(Y-1)*X]),
                     .o_data_r(w_data_r[(y*X)+x]),
                     .o_data_t(w_data_t[(y*X)+x]),
					 .i_data_pe(r_data_pe[(total_width*x)+(total_width*X*y)+:total_width]),
					 .o_data_pe(w_data_pe[(total_width*x)+(total_width*X*y)+:total_width]));
		 end
      else if(x==0 & y!=0 )
	     begin: instnce
		     nbyn #(.x_coord(x),.y_coord(y),.X(X),.Y(Y),.data_width(data_width), .x_size(x_size), .y_size(y_size),.total_width(total_width))
			    nbyn_instance(
			         .clk(clk),   
			         .rstn(rstn),   
                     .i_ready_r(r_ready_r[(y*X)+x]),     
			         .i_ready_t(r_ready_t[(y*X)+x]),
					 .i_valid_l(w_valid_r[(y*X)+x+X-1]),						  
					 .i_valid_b(w_valid_t[(y*X)+x-X]), 
                     .i_valid_pe(r_valid_pe[x+X*y:x+X*y]),					 
					 .o_ready_l(r_ready_r[(y*X)+x+X-1]),						  
					 .o_ready_b(r_ready_t[(y*X)+x-X]), 
					 .o_ready_pe(r_ready_pe[x+X*y:x+X*y]),
					 .o_valid_r(w_valid_r[(y*X)+x]),						  
					 .o_valid_t(w_valid_t[(y*X)+x]),
					   .o_valid_pe(w_valid_pe[x+X*y:x+X*y]),	
					 .i_data_l(w_data_r[(y*X)+x+X-1]),						 
                     .i_data_b(w_data_t[(y*X)+x-X]),
                     .o_data_r(w_data_r[(y*X)+x]),
                     .o_data_t(w_data_t[(y*X)+x]),
					 .i_data_pe(r_data_pe[(total_width*x)+(total_width*X*y)+:total_width]),
					 .o_data_pe(w_data_pe[(total_width*x)+(total_width*X*y)+:total_width]))
					 ;
		 end		 
      else if(x!=0 & y!=0)
	     begin: instnce
		     nbyn #(.x_coord(x),.y_coord(y),.X(X),.Y(Y),.data_width(data_width), .x_size(x_size), .y_size(y_size),.total_width(total_width))
			    nbyn_instance(
			         .clk(clk),
			         .rstn(rstn),      
                     .i_ready_r(r_ready_r[(y*X)+x]),     
			         .i_ready_t(r_ready_t[(y*X)+x]),
					 .i_valid_l(w_valid_r[(y*X)+x-1]),						  
					 .i_valid_b(w_valid_t[(y*X)+x-X]),
					 .i_valid_pe(r_valid_pe[x+X*y:x+X*y]),	
					 .o_ready_l(r_ready_r[(y*X)+x-1]),						  
					 .o_ready_b(r_ready_t[(y*X)+x-X]),
					 .o_ready_pe(r_ready_pe[x+X*y:x+X*y]),
					 .o_valid_r(w_valid_r[(y*X)+x]),						  
					 .o_valid_t(w_valid_t[(y*X)+x]),
				     .o_valid_pe(w_valid_pe[x+X*y:x+X*y]),
					 .i_data_l(w_data_r[(y*X)+x-1]),						 
                     .i_data_b(w_data_t[(y*X)+x-X]),
                     .o_data_r(w_data_r[(y*X)+x]),
                     .o_data_t(w_data_t[(y*X)+x]),
					 .i_data_pe(r_data_pe[(total_width*x)+(total_width*X*y)+:total_width]),
					 .o_data_pe(w_data_pe[(total_width*x)+(total_width*X*y)+:total_width]));
		    end
	    end
      end			
endgenerate 
endmodule
==> results.py <==
# Auto-generated metrics
metrics = {
    "worst_setup_path": {
        "reg2regPathDepth": 7,
        "reg2reg_to": "xs[0].ys[0].instnce.nbyn_instance.o_data_pe[8]",
        "cp.depth": 4,
        "cpMaxStageDelayCell": "edfxtp_1",
        "slowest_delay_ns": 0.68,
        "worst_setup_path_end_kind": "output port",
        "cp_num_buf_inv": 2,
        "crit_family": "buffers and inverters",
        "cp.required_ns": 17.92,
        "crit_type": "flop to output port",
        "crit_path_start_kind": "flop",
        "critPathCapture": "r_ready_pe[0]",
        "path_max_fanout": 12,
        "reg2reg_slack_ns": 18.82,
        "cp_data_arrival_time_ns": 2.81,
        "crit_chain": "o21ai_1 -> nor2_1 -> inv_1 -> clkdlybuf4s50_1",
    },
    "global_routing": {
        "grt_antenna_before_repair": 9,
        "overflow": 0,
        "grt_pass1_wl_um": 175000,
        "grt.total_usage": 0.276,
        "grt_max_degree": 71,
        "grt_pass1_vias": 24000,
    },
    "floorplanning": {
        "fp_util": 0.304,
        "die_h_um": 302,
        "die_x_um": 302,
        "fp.coreArea_sq_mm": 0.0888,
        "ioPinCount": 286,
        "die_area_sq_mm": 0.0912,
        "rows": 109,
    },
    "clocking": {
        "h-tree-depth": 2,
        "clock-sinks": 420,
        "numCtsBuffers": 53,
        "path_clk_slew_ns": 0.06,
        "cts_setup_buffers": 0,
        "cts_buffer_depth": 3,
        "cts_hold_buf": 0,
        "postCtsResizedCells": 0,
        "cts_tree": "done",
        "clock_latency_ns": 0.64,
        "clockRootBuffer": "clkbuf_16",
    },
    "final_layout": {
        "fill_cells": 8618,
        "syn2layout_area_growth_pct": 22.6,
        "mi_logic_area_sq_mm": 0.0135,
        "final_util": 0.373,
        "drive_above_1_share": 0.0807,
        "regArea_sq_mm": 0.0125,
    },
    "yosys": {
        "synth_chip_area_sq_mm": 0.0270,
        "edf_count": 408,
        "yosysTopAreaCell": "edfxtp_1",
        "area_leaders": "edfxtp_1, nand2_1, nor2_1",
        "top_area_frac": 0.454,
        "ys_warn_count": 5,
        "ys_sh_aoi": 0.299,
        "yosys.area_share.adder": 0,
        "syn_area_per_cell_sq_um": 9.41,
        "simple_gate_share": 0.156,
        "ys_ff": 420,
        "ys_sh_mux": 0.0349,
        "flop_cell": "edfxtp_1",
        "async_flop_share": 0,
        "synth_seq_share": 0.463,
        "netlist_area_sq_mm": 0.0270,
        "yosys.cell_types.count": 76,
        "ys_cells": 2869,
        "synthesis.instances": 2869,
        "xor_share": 0,
        "ys_top_logic_family": "AND-OR/OR-AND gates",
    },
    "pwr": {
        "sequentialPowerShare": 0.371,
        "p_per_area_mw_per_mm2": 172,
        "combinationalPowerShare": 0.458,
        "p_leak_nw": 11.6,
        "p_switching_mw": 2.58,
        "vdd_drop_max_mv": 0.0754,
        "p_sw_frac": 0.454,
        "p_int_mw": 3.11,
        "fin_total_pwr_mw": 5.69,
        "power_frac_clock": 0.171,
    },
    "timing": {
        "min_period_ns": 7.29,
        "tns_ns": 0,
        "maxSlewViolCount": 0,
        "period_used_share": 0.326,
        "fin_worst_skew_ns": 0.0244,
        "rsz0062_at_grt": "no",
        "hold_viol_final": 0,
        "worstMarginPinSlew_ns": 1.08,
        "fmax_mhz": 137,
        "final-setup-viol-count": 0,
        "maxSlewHeadroom": 0.268,
    },
    "detailed_routing": {
        "dr.first_iter.drc_count": 3148,
        "vias": 25800,
        "drcViolationCount": 0,
        "detail-route-antenna-nets": 0,
        "drt_wl_total_um": 123000,
        "routedWlPerCell_um": 29.1,
        "first_pass_iters": 28,
        "viasPerCell": 6.08,
    },
    "status": {
        "outcome": "complete, no violations",
    },
    "place": {
        "port_buffers": 285,
        "gp_congestion": 1.02,
        "dp_hpwl_um": 86300,
    },
    "run": {
        "maxCapViolCount": 0,
        "tool_warnings": 25,
    },
    "min_path": {
        "hold_path.class": "flop to flop",
    },
}
## Yosys cell counts (16+ instances only)
cell type,instances
a211o_1,23
a211oi_1,50
a21oi_1,111
a221o_1,64
a22o_1,75
a22oi_1,98
a2bb2oi_1,63
a31oi_1,83
a32oi_1,23
and2_1,30
buf_2,50
clkbuf_1,202
edfxtp_1,408
inv_1,26
mux2i_1,94
nand2_1,360
nand2b_1,47
nand3_1,53
nand4_1,20
nor2_1,280
nor2b_1,43
nor3_1,37
o2111ai_1,16
o211ai_1,52
o21ai_0,205
o21ai_1,38
o221ai_1,98
o31ai_1,22
## cells in the final DEF (no fill, tap or decap), types with 52 or more instances in the layout
| cell type | netlist | layout |
|---|---|---|
| clkbuf_16 | 0 | 54 |
| a221o_1 | 64 | 64 |
| nand3_1 | 53 | 53 |
| a22oi_1 | 98 | 98 |
| clkdlybuf4s50_1 | 0 | 285 |
| o221ai_1 | 98 | 98 |
| a31oi_1 | 83 | 77 |
| o211ai_1 | 52 | 52 |
| mux2i_1 | 94 | 93 |
| nand2_1 | 360 | 359 |
| o21ai_0 | 205 | 205 |
| a2bb2oi_1 | 63 | 63 |
| a22o_1 | 75 | 75 |
| a21oi_1 | 111 | 110 |
| buf_4 | 10 | 93 |
| nor2_1 | 280 | 274 |
| edfxtp_1 | 408 | 408 |
## layer usage
metal	share of wire	global-route usage	vias to the layer above
met5	0.00033	0.00828	-
met4	0.061	0.133	8
met3	0.14	0.132	269
met2	0.42	0.383	1713
met1	0.38	0.370	12300
li1	-	-	11500
## worst min-delay path by stage
stage                                               from  slack, ns  depth (start not counted)   end
4_1_cts   xs[0].ys[0].instnce.nbyn_instance.o_data_t[14]       0.63                          2  flop
5_1_grt   xs[0].ys[0].instnce.nbyn_instance.o_data_t[19]       0.67                          1  flop
6_report  xs[0].ys[0].instnce.nbyn_instance.o_data_t[14]       0.62                          2  flop
## area by class of cell
type / instances / share of cell area
diodes: 3 / 0.000227
clock buffers: 59 / 0.0414
clock inverters: 41 / 0.0177
inverters: 28 / 0.00318
multi-input cells: 2146 / 0.408
flip-flops and latches: 420 / 0.378
well taps: 1165 / 0.0441
repair buffers: 378 / 0.107
## flip-flops by register name (all words and copies together), names as in the netlist, 34 cells and up, named ones only
register,count
xs.ys.instnce.nbyn_instance.o_data_pe,34
xs.ys.genblk1.instnce.nbyn_instance.o_data_t,34
xs.ys.genblk1.genblk1.genblk1.instnce.nbyn_instance.o_data_r,34
xs.ys.genblk1.genblk1.instnce.nbyn_instance.o_data_pe,34
xs.ys.instnce.nbyn_instance.o_data_t,34
xs.ys.genblk1.genblk1.instnce.nbyn_instance.o_data_t,34
xs.ys.genblk1.instnce.nbyn_instance.o_data_pe,34
xs.ys.genblk1.instnce.nbyn_instance.o_data_r,34
xs.ys.instnce.nbyn_instance.o_data_r,34
xs.ys.genblk1.genblk1.genblk1.instnce.nbyn_instance.o_data_t,34
xs.ys.genblk1.genblk1.instnce.nbyn_instance.o_data_r,34
## cell families (layout without fill, tap and decap cells)
logic type,count (synthesis),count (layout)
multiplexers,94,94
AND/OR/NAND/NOR,931,931
flip-flops,420,420
AND-OR/OR-AND,1121,1121
buffers and inverters,303,506
other,0,3
## tightest hold or removal path, delay by kind of cell, from the launching register on
| kind | cells | cell delay [ns] |
|---|---|---|
| compound gates | 1 | 0.07 |
| flops | 1 | 0.40 |
| simple gates | 1 | 0.06 |
## power by group through the flow
stage | combinational [mW] | clock, mW | sequential, mW
CTS | 2.55 | 0.986 | 2.08
global route | 2.80 | 1.01 | 2.13
finish | 2.61 | 0.971 | 2.11
## per-stage QoR
| stage | area [sq um] | setup WS (ns) | hold WS (ns) | std cells |
|---|---|---|---|---|
| 2_1_floorplan | 27000 | 10.88 | 0.546 | 2869 |
| 3_3_place_gp | 31100 | 14.68 | 0.624 | 4137 |
| 3_5_place_dp | 31100 | 14.63 | 0.632 | 4137 |
| 4_1_cts | 33100 | 15.13 | 0.626 | 4237 |
| 5_1_grt | 33100 | 14.96 | 0.673 | 4239 |
| 6_report | 33100 | 15.11 | 0.622 | 4240 |
Power and IR drop assume default switching activity.
